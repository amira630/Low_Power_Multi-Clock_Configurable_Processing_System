$ cat design.v
module UART(
    input wire        TX_CLK,
    input wire        RX_CLK,
    input wire        rst_n,
    input wire        Par_En,
    input wire        Par_Typ,  
    input wire  [5:0] Prescale,
    input wire        RX_IN_S,
    output wire [7:0] RX_OUT_P,
    output wire       RX_OUT_V,
    output wire       PAR_Err,
    output wire       STP_Err,
    input wire [7:0]  TX_IN_P,
    input wire        TX_IN_V,
    output wire       TX_OUT_S,
    output wire       TX_OUT_V
);
UART_TX TX_U0(
    .clk(TX_CLK),
    .rst_n(rst_n),
    .P_DATA(TX_IN_P),
    .Data_Valid(TX_IN_V),
    .Par_En(Par_En),
    .Par_Typ(Par_Typ),  
    .TX_OUT(TX_OUT_S),
    .Busy(TX_OUT_V)
);
UART_RX RX_U1(
    .clk(RX_CLK),
    .rst_n(rst_n),
    .RX_IN(RX_IN_S),
    .Prescale(Prescale),
    .Par_En(Par_En),
    .Par_Typ(Par_Typ),  
    .P_DATA(RX_OUT_P),
    .Data_Valid(RX_OUT_V),
    .PAR_Err(PAR_Err),
    .STP_Err(STP_Err)
);
endmodule
module Data_Sampling(
    input wire       clk,
    input wire       rst_n,
    input wire       RX_IN,
    input wire       dat_samp_en,
    input wire [5:0] Prescale,
    input wire [4:0] edge_cnt,
    output reg       sampled_bit
);
    reg [1:0] data_temp;
    always @(posedge clk or negedge rst_n) begin
        if (!rst_n) begin
            data_temp <= 2'b11;
            sampled_bit <= 1'b1;
        end else if (dat_samp_en) begin
            if (edge_cnt == ((Prescale>>1)-2)) 
                data_temp[0] <= RX_IN;
            else if (edge_cnt == ((Prescale>>1)-1)) 
                data_temp[1] <= RX_IN;
            else if (edge_cnt == (Prescale>>1)) 
                sampled_bit <= (data_temp[0] & data_temp[1]) | (RX_IN & (data_temp[0] | data_temp[1]));  
        end
        else begin
            data_temp <= 2'b11;
            sampled_bit <= 1'b1;
        end
    end
endmodule
module Deserializer(
    input wire       clk,
    input wire       rst_n,
    input wire       deser_en,
    input wire       sampled_bit,
    output reg [7:0] P_DATA
);
    always @(posedge clk or negedge rst_n) begin
        if (!rst_n) begin
            P_DATA <= 8'b0;
        end else if (deser_en) begin
            P_DATA <= {sampled_bit, P_DATA[7:1]};
        end
    end
endmodule
module Edge_Bit_Counter(
    input wire       clk,
    input wire       rst_n,
    input wire       enable,
    input wire [5:0] Prescale,
    output reg [4:0] edge_cnt,
    output reg [3:0] bit_cnt
);
    reg first_edge, enable_reg;
    always @(posedge clk or negedge rst_n) begin
        if (!rst_n) begin
            enable_reg <= 1'b1;
            edge_cnt <= 5'd0;
            bit_cnt <= 4'd0;
            first_edge <= 1'b1;
        end else if (enable) begin
            enable_reg <= 1'b1;
            if (edge_cnt == (Prescale - 1'b1)) begin
                edge_cnt <= 5'd0;
                bit_cnt <= bit_cnt + 4'd1;
            end
            else if (first_edge) begin
                first_edge <= 1'b0;
                edge_cnt <= 5'd0;
            end else
                edge_cnt <= edge_cnt + 5'd1;
        end else begin
            if (!enable_reg)
                first_edge <= 1'b1;
            enable_reg <= 1'b0;
            edge_cnt <= 5'd0;
            bit_cnt <= 4'd0;
        end
    end
endmodule
module FSM_RX(
    input wire       clk,
    input wire       rst_n,
    input wire       RX_IN,
    input wire       Par_En,
    input wire [5:0] Prescale,
    input wire [4:0] edge_cnt,
    input wire [3:0] bit_cnt,
    input wire       par_err,
    input wire       strt_glitch,
    input wire       stp_err,
    output reg       Data_Valid,
    output reg       deser_en,
    output reg       dat_samp_en,
    output reg       enable,
    output reg       par_chk_en,
    output reg       strt_chk_en,
    output reg       stp_chk_en
);
    localparam [2:0] IDLE      = 3'b000,  
                     START_BIT = 3'b001,  
                     DATA_BITS = 3'b011,  
                     PARITY_BIT= 3'b010,  
                     STOP_BIT  = 3'b110;  
    reg [2:0] current_state, next_state;
    reg [3:0] bit_count;
    reg parity_error_flag, stop_error_flag;
    always @(posedge clk or negedge rst_n) begin
        if (!rst_n) begin
            current_state <= IDLE;
            parity_error_flag <= 1'b0;
            stop_error_flag   <= 1'b0;
        end else begin
            current_state <= next_state;
            if (edge_cnt == ((Prescale>>1)+2)) begin
                if (current_state == STOP_BIT)
                    stop_error_flag <= stp_err;
                if (current_state == PARITY_BIT)
                    parity_error_flag <= par_err;
            end else if (current_state == IDLE) begin
                parity_error_flag <= 1'b0;
                stop_error_flag   <= 1'b0;
            end
        end
    end
    always @(*) begin
        strt_chk_en = 1'b0;
        par_chk_en  = 1'b0;
        stp_chk_en  = 1'b0;
        deser_en    = 1'b0;
        dat_samp_en = 1'b1;
        enable      = 1'b1;
        Data_Valid  = 1'b0;
        case (current_state)
            IDLE: begin
                if (!RX_IN && (edge_cnt == 'b0)) 
                    next_state = START_BIT;
                else begin
                    dat_samp_en = 1'b0;
                    enable      = 1'b0;
                    next_state = IDLE;
                end
                bit_count = 1'b0;
            end
            START_BIT: begin
                if (edge_cnt == ((Prescale>>1)+1))
                    strt_chk_en = 1'b1;
                else if (bit_cnt == 4'd1) 
                    next_state = DATA_BITS;
                else
                    next_state = START_BIT;
                bit_count   = 1'b0;
            end
            DATA_BITS: begin
                if (bit_count != bit_cnt) begin
                    deser_en    = 1'b1;
                    bit_count   = bit_cnt;
                end
                if (bit_cnt == 4'd9) begin
                    if (Par_En)
                        next_state = PARITY_BIT;
                    else
                        next_state = STOP_BIT;
                end else
                    next_state = DATA_BITS;
            end
            PARITY_BIT:begin
                if (edge_cnt == ((Prescale>>1)+1))
                    par_chk_en = 1'b1;
                else if (edge_cnt == 4'd0) 
                    next_state = STOP_BIT;
                else
                    next_state = PARITY_BIT;
                bit_count   = 1'b0;
            end
            STOP_BIT: begin
                if (edge_cnt == ((Prescale>>1)+1))
                    stp_chk_en = 1'b1;
                else if (edge_cnt == (Prescale-2)) begin
                    next_state = IDLE;
                    if (!parity_error_flag && !stop_error_flag)
                        Data_Valid = 1'b1;
                end else
                    next_state = STOP_BIT;
                bit_count   = 1'b0;
            end
            default: begin next_state = IDLE; bit_count = 1'b0; end
        endcase
        if (strt_glitch) begin
            next_state  = IDLE;
            dat_samp_en = 1'b0;
            enable      = 1'b0;
            Data_Valid  = 1'b0;
        end
    end
endmodule
module Parity_Check(
    input wire       clk,
    input wire       rst_n,
    input wire       par_chk_en,
    input wire       Par_Typ,  
    input wire [7:0] P_DATA,
    input wire       sampled_bit,
    output reg       par_err
);
    reg parity_bit;
    always @(*) begin
        if (Par_Typ)  
            parity_bit = ~^P_DATA;
        else  
            parity_bit = ^P_DATA;
    end
    always @(posedge clk or negedge rst_n) begin
        if (!rst_n)
            par_err <= 1'b0;
        else if (par_chk_en) begin
            if (sampled_bit != parity_bit)
                par_err <= 1'b1;
            else
                par_err <= 1'b0;
        end else 
            par_err <= 1'b0;
    end
endmodule
module Start_Check(
    input wire clk,
    input wire rst_n,
    input wire strt_chk_en,
    input wire sampled_bit,
    output reg strt_glitch
);
    always @(posedge clk or negedge rst_n) begin
        if (!rst_n)
            strt_glitch <= 1'b0;
        else
            strt_glitch <= strt_chk_en & sampled_bit;
    end
endmodule
module Stop_Check(
    input wire clk,
    input wire rst_n,
    input wire stp_chk_en,
    input wire sampled_bit,
    output reg stp_err
);
    always @(posedge clk or negedge rst_n) begin
        if (!rst_n)
            stp_err <= 1'b0;
        else
            stp_err <= stp_chk_en & (!sampled_bit);
    end
endmodule
module UART_RX(
    input wire        clk,
    input wire        rst_n,
    input wire        RX_IN,
    input wire  [5:0] Prescale,
    input wire        Par_En,
    input wire        Par_Typ,  
    output wire [7:0] P_DATA,
    output wire       Data_Valid,
    output wire       PAR_Err,
    output wire       STP_Err
);
    wire [4:0] edge_cnt;
    wire       deser_en,
               dat_samp_en,
               enable,
               par_chk_en,
               strt_chk_en,
               stp_chk_en,
               strt_glitch,
               sampled_bit;
    wire [3:0] bit_cnt;
    FSM_RX FSM_U1 (
        .clk         (clk),
        .rst_n       (rst_n),
        .RX_IN       (RX_IN),
        .Par_En      (Par_En),
        .Prescale    (Prescale),     
        .edge_cnt    (edge_cnt),
        .bit_cnt     (bit_cnt),
        .par_err     (PAR_Err),
        .strt_glitch (strt_glitch),
        .stp_err     (STP_Err),
        .Data_Valid  (Data_Valid),
        .deser_en    (deser_en),
        .dat_samp_en (dat_samp_en),
        .enable      (enable),
        .par_chk_en  (par_chk_en),
        .strt_chk_en (strt_chk_en),
        .stp_chk_en  (stp_chk_en)
    );
    Edge_Bit_Counter EBC_U1 (
        .clk      (clk),
        .rst_n    (rst_n),
        .enable   (enable),
        .Prescale (Prescale),        
        .edge_cnt (edge_cnt),
        .bit_cnt  (bit_cnt)
    );
    Data_Sampling DS_U2 (
        .clk         (clk),
        .rst_n       (rst_n),
        .RX_IN       (RX_IN),
        .dat_samp_en (dat_samp_en),
        .Prescale    (Prescale),
        .edge_cnt    (edge_cnt),
        .sampled_bit (sampled_bit)
    );
    Parity_Check PC_U3 (
        .clk         (clk),
        .rst_n       (rst_n),
        .par_chk_en  (par_chk_en),
        .Par_Typ     (Par_Typ),
        .P_DATA      (P_DATA),       
        .sampled_bit (sampled_bit),
        .par_err     (PAR_Err)
    );
    Start_Check SC_U4 (
        .clk          (clk),
        .rst_n        (rst_n),
        .strt_chk_en  (strt_chk_en),
        .sampled_bit  (sampled_bit),
        .strt_glitch  (strt_glitch)
    );
    Stop_Check STPC_U5 (
        .clk          (clk),
        .rst_n        (rst_n),
        .stp_chk_en   (stp_chk_en),
        .sampled_bit  (sampled_bit),
        .stp_err      (STP_Err)
    );
    Deserializer DESER_U6 (
        .clk         (clk),
        .rst_n       (rst_n),
        .deser_en    (deser_en),
        .sampled_bit (sampled_bit),
        .P_DATA      (P_DATA)
    );
endmodule
module FSM_TX(
    input  wire       clk,
    input  wire       rst_n,
    input  wire       Data_Valid,
    input  wire       Ser_Done,
    input  wire       Par_En,
    output reg [1:0]  MUX_SEL,
    output reg        Ser_En,
    output reg        Busy,
    output reg        Capture
);
    localparam [2:0] IDLE      = 3'b000,  
                     START_BIT = 3'b001,  
                     DATA_BITS = 3'b011,  
                     PARITY_BIT= 3'b010,  
                     STOP_BIT  = 3'b110;  
    reg [2:0] current_state, next_state;
    always @(posedge clk or negedge rst_n) begin
        if (!rst_n)
            current_state <= IDLE;
        else
            current_state <= next_state;
    end
    always @(*) begin
        Capture = 1'b0;
        case (current_state)
            IDLE: begin
                if (Data_Valid) begin
                    next_state = START_BIT;
                    Capture = 1'b1;  
                end
                else
                    next_state = IDLE;
            end
            START_BIT: next_state = DATA_BITS;
            DATA_BITS: begin
                if (Ser_Done) begin
                    if (Par_En)
                        next_state = PARITY_BIT;
                    else
                        next_state = STOP_BIT;
                end
                else
                    next_state = DATA_BITS;
            end
            PARITY_BIT: next_state = STOP_BIT;
            STOP_BIT: begin
                if (Data_Valid) begin
                    next_state = START_BIT;
                    Capture = 1'b1;  
                end
                else
                    next_state = IDLE;
            end
            default: next_state = IDLE;
        endcase
    end
    always @(*) begin
        Ser_En   = 1'b0;
        Busy     = 1'b1;  
        case (current_state)
            START_BIT: begin
                MUX_SEL = 2'b00;  
                Ser_En = 1'b1;  
            end
            DATA_BITS: begin
                MUX_SEL = 2'b10;  
                Ser_En = 1'b1;  
            end
            PARITY_BIT: begin
                MUX_SEL = 2'b11;  
            end
            STOP_BIT: begin
                MUX_SEL = 2'b01;  
            end     
            default: begin
                MUX_SEL = 2'b01;  
                Busy = 1'b0;  
            end
        endcase
    end
endmodule
module MUX4x1 (
    input  wire       Ser_Data,  
    input  wire       Par_Bit,   
    input  wire [1:0] SEL,       
    output reg        OUT        
);
    always @(*) begin
        case (SEL)
            2'b00: OUT = 1'b0;
            2'b01: OUT = 1'b1;
            2'b10: OUT = Ser_Data;
            2'b11: OUT = Par_Bit;
        endcase
    end
endmodule
module Parity_Calc(
    input  wire       clk,
    input  wire       rst_n,
    input  wire [7:0] P_DATA,
    input  wire       Capture,
    input  wire       Par_Type,  
    output reg        parity_out
);
    reg [7:0] data_reg;
    always @(posedge clk or negedge rst_n) begin
        if (!rst_n) begin
            parity_out <= 1'b0;
            data_reg <= 8'b0;
        end
        else if (Capture) begin
            data_reg <= P_DATA;
        end
        else begin
            if (Par_Type)  
                parity_out <= ~^data_reg;
            else           
                parity_out <= ^data_reg;
        end
    end
endmodule
module Serializer(
    input  wire       clk,
    input  wire       rst_n,
    input  wire [7:0] P_DATA,
    input  wire       Ser_En,
    output reg        Ser_Data,
    output reg        Ser_Done
);
    reg [7:0] data_reg;
    reg [2:0] bit_count;
    always @(posedge clk or negedge rst_n) begin
        if (!rst_n) begin
            Ser_Data  <= 1'b0;
            Ser_Done  <= 1'b0;
            bit_count <= 3'b0;
            data_reg  <= 8'b0;
        end else if (Ser_En) begin
            Ser_Data <= data_reg[bit_count];
            if (&bit_count) begin  
                Ser_Done <= 1'b1;
            end
            bit_count <= bit_count + 1;
        end else begin
            data_reg <= P_DATA;
            Ser_Done <= 1'b0;
            bit_count <= 3'b0;
        end
    end
endmodule
module UART_TX(
    input wire        clk,
    input wire        rst_n,
    input wire [7:0]  P_DATA,
    input wire        Data_Valid,
    input wire        Par_En,
    input wire        Par_Typ,  
    output wire       TX_OUT,
    output wire       Busy
);
    wire [1:0] mux_sel;
    wire       ser_en, ser_done, capture, s_data, parity;
    FSM_TX FSM_U0 (
        .clk(clk),
        .rst_n(rst_n),
        .Data_Valid(Data_Valid),
        .Ser_Done(ser_done),
        .Par_En(Par_En),
        .MUX_SEL(mux_sel),
        .Ser_En(ser_en),
        .Busy(Busy),
        .Capture(capture)
    );
    Serializer Serializer_U1 (
        .clk(clk),
        .rst_n(rst_n),
        .P_DATA(P_DATA),
        .Ser_En(ser_en),
        .Ser_Data(s_data),
        .Ser_Done(ser_done)
    );
    Parity_Calc Parity_Calc_U2 (
        .clk(clk),
        .rst_n(rst_n),
        .P_DATA(P_DATA),
        .Capture(capture),
        .Par_Type(Par_Typ),
        .parity_out(parity)
    );
    MUX4x1 MUX4x1_U3 (
        .Ser_Data(s_data),
        .Par_Bit(parity),
        .SEL(mux_sel),
        .OUT(TX_OUT)
    );
endmodule
$ cat run.sh
#!/bin/bash
# OpenROAD 26Q1-2900-gdf79404cd8, Yosys 0.63+post, stock flow scripts
make -C /OpenROAD-flow-scripts/flow DESIGN_CONFIG=/design/flow/config.mk WORK_HOME=/design/flow/orfs finish
$ cat config.mk
export PLATFORM = sky130hd
export DESIGN_NAME = UART
export DESIGN_NICKNAME = UART
export VERILOG_FILES = /design/flow/design.v
export SDC_FILE = /design/flow/constraint.sdc
export NUM_CORES = 4
export LEC_CHECK = 1
export CORE_UTILIZATION = 40
$ cat constraint.sdc
current_design UART

set clk_period 3.6
set clk_io_pct 0.2

create_clock -name clk0 -period $clk_period [get_ports {RX_CLK}]
create_clock -name clk1 -period $clk_period [get_ports {TX_CLK}]

set non_clock_inputs [all_inputs -no_clocks]
set_input_delay [expr $clk_period * $clk_io_pct] -clock clk0 $non_clock_inputs
set_output_delay [expr $clk_period * $clk_io_pct] -clock clk0 [all_outputs]
==> results.yml <==
# flow metrics
synthesis:
  yosysTopAreaCellShare: 0.352
  yosysUniqueCellTypes: 63
  ys_ff: 64
  synth_area_um2: 3620
  largest_area_cell: "dfrtp_1"
  synth-warning-count: 12
  ys_top_cells_by_area: "dfrtp_1 (35%), xnor2_1 (8.7%), mux2_2 (5.0%)"
  ys_cells: 335
  top_cell: "dfrtp_1"
  synthArstFlopShare: 0.891
  synth_cells: 335
  common_cells: "dfrtp_1 (51), xnor2_1 (36), nor2_1 (19)"
  synth.avg_cell_area_um2: 10.8
  edf_count: 0
  ys.flop_type: "dfrtp_1"
  yosysChipArea_um2: 3620
global_routing:
  grt.overflow.total: 0
  grt_max_degree: 34
  grt_pass1_wl_um: 12100
  antenna_found_initial: 0
  grt_use_total: 0.161
  first_global_vias: 2517
critical_path:
  worst_ep_required_time_ns: 2.88
  cpPeakStageDelay_ns: 0.49
  cp_num_buf_inv: 3
  path_common_cell: "clkdlybuf4s50_1"
  cp_max_fo: 5
  cp-end-kind: "output pin"
  cp_slowest_cell: "clkdlybuf4s50_1"
  crit_family: "buffers and inverters"
  crit_path_start_kind: "input pin"
  crit_chain: "clkdlybuf4s50_1, inv_2, ha_2, and2_1, o21a_1, o31ai_4, and4_1, clkdlybuf4s50_1"
  critPathKind: "input pin to output pin"
  crit_arrival_ns: 2.77
route:
  num_vias: 2545
  final_antenna_net_count: 0
  post_drt_wl_per_cell_um: 14.1
  drt_pass1_iterations: 4
  drc: 0
  wl_um: 6960
  dr.first_iter.drc_count: 86
  diodes: 0
  via_per_inst: 5.17
floorplan:
  die_y_um: 97.2
  dieWidth_um: 97.2
  initial_core_util: 0.414
  ios: 34
  rows: 34
  chipArea_um2: 9450
  core_area_um2: 8760
timing:
  finalSetupViolCount: 0
  max_slew.worst_pin.slew_ns: 0.535
  final_max_slew_viol_count: 0
  untimed_endpoints: 10
  unclocked_regs: 7
  maxSlewHeadroom: 0.643
  fin_skew_ns: 0.00933
  rsz0062_at_grt: "false"
  hold_viol_final: 0
final_layout:
  final_layout_size_suffix_gt1_frac: 0.221
  fin_area_um2: 4340
  postLayoutCoreUtil: 0.495
  final_cells: 492
  syn_to_final_growth_pct: 19.8
outcome:
  outcome: "finished, final reports clean"
placed_design:
  io_buffers: 32
  place_congestion: 0.899
  hpwl_um: 5290
  dp.cells: 480
  placedInstanceArea_um2: 4150
worst_hold_path:
  hp-class: "input pin to asynchronous set/reset pin"
clock_tree:
  postCtsSetupBuffers: 0
  cts.reportedPaths.clkPinSlew_ns: 0.06
  tritoncts: "yes"
flow_run:
  tool_warnings: 32
  maxCapViolations: 0
power_and_ir_drop:
  power.leakage_nw: 1.83
  p_per_area_nw_per_um2: 636
  peakVddDrop_v: 0.000404
  total_power_mw: 2.76
-- where the power goes --
group / switching (mW) / internal, mW
logic: 0.508 / 0.695
registers: 0.243 / 0.868
clock network: 0.218 / 0.232
total: 0.969 / 1.79
-- final cells by class --
| class | count | area, µm² |
|---|---|---|
| clock buffers | 9 | 124 |
| clock inverters | 3 | 20.0 |
| fillers | 814 | 4420 |
| inverters | 14 | 52.6 |
| multi-input cells | 241 | 1990 |
| flip-flops and latches | 64 | 1540 |
| well taps | 108 | 135 |
| repair buffers | 53 | 478 |
-- stage by stage --
| step | setup slack (ns) | hold slack (ns) | TNS [ns] |
|---|---|---|---|
| final | 0.113 | 0.417 | 0 |
| after global routing | 0.00856 | 0.455 | 0 |
| after CTS | 0.0407 | 0.442 | 0 |
| after detailed placement | -0.100 | 0.444 | -0.100 |
| after global placement | -0.0485 | 0.441 | -0.0485 |
| after floorplan | 0.790 | 0.424 | 0 |
-- cell usage in the layout (no fill, tap or decap), types with 5 or more instances in the layout --
master / netlist / final
dfrtp_1: 51 / 51
xnor2_1: 36 / 36
clkdlybuf4s50_1: 0 / 29
buf_4: 3 / 21
nor2_1: 19 / 19
nand2_1: 18 / 18
mux2_2: 16 / 16
nand3_1: 13 / 13
nor3_1: 13 / 13
inv_1: 14 / 11
ha_1: 13 / 10
clkbuf_8: 0 / 9
mux2i_1: 8 / 8
mux2_1: 8 / 8
dlxtn_1: 7 / 7
xor2_1: 7 / 7
a21oi_1: 7 / 7
dfstp_2: 6 / 6
o21ai_0: 6 / 6
and2_1: 5 / 5
or3_1: 5 / 5
-- repair_timing --
action	CTS	global route
endpoints found under the setup margin	1	1
resized	5	9
hold buffers	0	0
pin swaps	0	3
-- metal layers --
metal | GRT usage | routed length (µm) | vias up
li1 | - | - | 1274
met1 | 0.261 | 3490 | 1223
met2 | 0.243 | 3130 | 42
met3 | 0.0271 | 268 | 6
met4 | 0.0149 | 74 | 0
met5 | 0 | 0 | -
-- final timing paths --
kind | startpoint | end | slack, ns | cells past startpoint
min in group clk1 | TX_U0.FSM_U0.current_state[3] | TX_U0.FSM_U0.current_state[4] | 0.46 | 1
min reg2reg | TX_U0.FSM_U0.current_state[3] | TX_U0.FSM_U0.current_state[4] | 0.46 | 1
max in group clk1 | TX_IN_V | TX_U0.Parity_Calc_U2.data_reg[0] | 1.97 | 4
min in group clk0 | RX_U1.DS_U2.data_temp[1] | RX_U1.DS_U2.data_temp[1] | 0.51 | 2
max reg2reg | RX_U1.EBC_U1.edge_cnt[1] | RX_U1.EBC_U1.edge_cnt[4] | 1.41 | 7
max in group asynchronous | rst_n | TX_U0.FSM_U0.current_state[0] | 2.32 | 2
min | rst_n | RX_U1.EBC_U1.edge_cnt[3] | 0.42 | 1
max | Prescale[1] | RX_OUT_V | 0.11 | 8
-- cell families (layout without fill, tap and decap cells) --
logic type                 after synthesis  count (layout)  synth area share
and+or+nand+nor                        101             101             0.159
DFF                                     57              57             0.396
xor gates and xnor gates                47              47             0.125
AOI/OAI and AO/OA                       45              45            0.0963
muxes                                   34              34             0.109
buffers and inverters                   30              79            0.0380
adders and majority gates               14              14            0.0476
latches                                  7               7            0.0290
Power and IR drop assume default switching activity.
